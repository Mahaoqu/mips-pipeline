==> design.v <==
`timescale 1ns / 1ps
module RegReadProxy(input read_en_1,
                    input read_en_2,
                    input[4:0]read_addr_2,
                    input[4:0]read_addr_1,
                    input[31:0] data_from_ex,
                    input reg_write_en_from_ex,
                    input[4:0] reg_write_addr_from_ex,
                    input[31:0] data_from_mem,
                    input reg_write_en_from_mem,
                    input[4:0] reg_write_addr_from_mem,
                    input[31:0] data_1_from_reg,
                    input[31:0] data_2_from_reg,
                    output reg [31:0] read_data_1,
                    output reg [31:0] read_data_2);
    always @(*)
    begin
        if (read_addr_1 == 0)
            read_data_1 = 0;
        else if (read_addr_1 == reg_write_addr_from_mem && reg_write_en_from_mem)
            read_data_1 = data_from_mem;
        else if (read_addr_1 == reg_write_addr_from_ex && reg_write_en_from_ex)
            read_data_1 = data_from_ex;
        else
            read_data_1 = data_1_from_reg;
    end
    always @(*)
    begin
        if (read_addr_2 == 0)
            read_data_2 = 0;
        if (read_addr_2 == reg_write_addr_from_mem && reg_write_en_from_mem)
            read_data_2 = data_from_mem;
        else if (read_addr_2 == reg_write_addr_from_ex && reg_write_en_from_ex)
            read_data_2 = data_from_ex;
        else
            read_data_2 = data_2_from_reg;
    end
endmodule  
==> run.sh <==
#!/bin/bash
# OpenROAD 26Q1-2900-gdf79404cd8, Yosys 0.63+post, stock flow scripts
make -C /OpenROAD-flow-scripts/flow DESIGN_CONFIG=/design/flow/config.mk WORK_HOME=/design/flow/orfs finish
==> config.mk <==
export PLATFORM = sky130hd
export DESIGN_NAME = RegReadProxy
export DESIGN_NICKNAME = RegReadProxy
export VERILOG_FILES = /design/flow/design.v
export SDC_FILE = /design/flow/constraint.sdc
export NUM_CORES = 4
export LEC_CHECK = 1
export CORE_AREA = 10 10 120 120
export DIE_AREA = 0 0 130 130
==> constraint.sdc <==
current_design RegReadProxy

set clk_period 4.4
set clk_io_pct 0.2

create_clock -name clk0 -period $clk_period

set non_clock_inputs [all_inputs -no_clocks]
set_input_delay [expr $clk_period * $clk_io_pct] -clock clk0 $non_clock_inputs
set_output_delay [expr $clk_period * $clk_io_pct] -clock clk0 [all_outputs]
==> summary.txt <==
yosys + openroad results -> placed cell area between 4000 and 5000 sq um, total setup buffers inserted after CTS 0, endpoint required time on the critical path between 3000 and 4000 ps, top cells, area sky130_fd_sc_hd__or3_1, sky130_fd_sc_hd__nor3_1, sky130_fd_sc_hd__o21ai_0, sky130_fd_sc_hd__a311oi_1, sky130_fd_sc_hd__a31oi_1, largest net degree at the start of global routing between 60 and 70, combinational gate area just under 2000 sq um, post-synthesis compound-gate area fraction 0.392, Top non-seq family simple AND/OR/NAND/NOR gates, floorplan die height between 100 and 150 um, total global-route track usage 0.163, routed length per placed instance between 20 and 25 um, Worst slew margin 0.480, Design Area, Final around 4500 sq um, part of the cycle the worst path needs 0.938, leading cell type in the layout, fill and taps excluded sky130_fd_sc_hd__clkdlybuf4s50_1, CP Max Fanout 17, total area of sequential cells 0 sq um, cell type with the largest total area after synthesis sky130_fd_sc_hd__or3_1, cell leakage power approximately 1.3 nW, drt total wl between 10000 and 15000 um, critical path type input port to primary output, maximum VDD drop around 64 uV, DR pass1 iterations 5, total number of yosys warnings 1, total inserted antenna cells 0, Syn Std Cell Area 2120 sq um, GR Overflow Total 0, most frequent cells in the layout sky130_fd_sc_hd__clkdlybuf4s50_1, sky130_fd_sc_hd__or3_1, sky130_fd_sc_hd__nor3_1, sky130_fd_sc_hd__o21ai_0, sky130_fd_sc_hd__nand2_1, Max Clock Freq roughly 240 MHz, synthesized area divided by synthesized cell count 5.72 sq um, I/O Buffers 214, total DRC errors in the routed layout 0, Row Count 40, RD Place Congestion 0.864, run status finished, final reports clean, number of failing hold endpoints at the final stage 0, total half-perimeter wirelength after legalization and detailed placement between 10000 and 15000 um, chip area 16900 sq um, data arrival time of the critical path between 3000 and 4000 ps, DRT iter0 DRCs approximately 280, global-route wire length before repair 22000 um, vias between 3000 and 4000, initial antenna violation count 0, synthesis-to-layout area growth 111%, tally of max-capacitance violations 0, registers 0, width of the die between 100 and 150 um, Final min period just over 4000 ps, simple-gate share of the synthesized area 0.433, share of the yosys chip area belonging to registers 0, Critical Path Start Type input port, ratio of cells with drive above 1 in the final layout 0.0594, boundary pin count about 220, type of destination of the critical path primary output, actual slew at the worst max-slew pin slightly below 800 ps, tally of OpenROAD warnings 34, # clk buffers 0, Top cell area share 0.189, adder-cell share of the synthesized area 0, distinct lib cells 22, Setup-failing EPs final 0, Placement Setup Slack 230 ps, hold-fix buffers at CTS 0, number of instances in the synthesized netlist around 370, filler cell count in the final layout approximately 1300, fp util 0.178, Final Worst Setup Slack approximately 270 ps, setup repair after global routing missed its margin false, type of the worst min-delay path input port to primary output, share of synthesized area spent on multiplexers 0, number of global-route vias before repair about 3800, final-layout setup total negative slack 0 ps, post-synthesis cell count from yosys roughly 370, final core utilization 0.376, final number of max-transition violations 0, total power density per cell area slightly below 100 nW/um^2, ANT nets after route 0, post-synthesis share of cell area spent on xor and xnor gates 0.0825, via-per-instance ratio about 5.3, yosys stat chip area 2120 sq um, area inside the core boundary between 10000 and 15000 sq um, cts repair resizes 0
cell usage after synthesis (all sizes together):
cell type,instances
nor3,64
o21ai,64
or3,64
clkbuf,46
nand2,34
a311oi,32
a31oi,32
xnor2,18
buf,5
nand4,4
or2,2
xor2,2
nand2b,1
nor2,1
or2b,1
or4,1
through the flow:
step	instances	hold WS, ps	total power, mW
2_1_floorplan	371	1850	0.128
3_3_place_gp	703	2710	0.434
3_5_place_dp	703	2720	0.434
4_1_cts	703	2720	0.437
5_1_grt	703	2750	0.467
6_report	703	2710	0.433
final cells by class:
| class | count | share of cell area |
|---|---|---|
| multi-input combinational | 320 | 0.435 |
| timing repair buffer | 236 | 0.524 |
| tap | 147 | 0.0411 |
cell families after synthesis:
logic type	count (synthesis)
and+or+nand+nor	172
AOI/OAI and AO/OA	128
buffers and inverters	51
xor gates and xnor gates	20
final timing paths:
check  slack (ps)  depth (start not counted)         endpoint           startpoint
max           270                          7   read_data_1[1]       read_addr_1[0]
min          2710                          4  read_data_2[23]  data_2_from_reg[23]
power by group:
| part | internal (mW) | leakage [nW] | switching, mW |
|---|---|---|---|
| Clock | 0 | 0 | 0 |
| Sequential | 0 | 0 | 0 |
| Combinational | 0.260 | 1.33 | 0.173 |
| Total | 0.260 | 1.33 | 0.173 |
critical path: stages:
cell                              delay, ps
sky130_fd_sc_hd__clkdlybuf4s50_1        610
sky130_fd_sc_hd__xor2_2                 210
sky130_fd_sc_hd__or2b_2                 400
sky130_fd_sc_hd__buf_12                 200
sky130_fd_sc_hd__o21ai_0                120
sky130_fd_sc_hd__a311oi_1               270
sky130_fd_sc_hd__clkdlybuf4s50_1        530
per-layer routing:
layer  track usage  share of wire
met4        0.0165         0.0085
met3        0.0469           0.11
met5             0              0
met1         0.204           0.39
met2         0.280           0.49
Power and IR drop assume default switching activity.
