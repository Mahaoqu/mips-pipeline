<file path="flow/run.sh">
#!/bin/bash
# OpenROAD 26Q1-2900-gdf79404cd8, Yosys 0.63+post, stock flow scripts
make -C /OpenROAD-flow-scripts/flow DESIGN_CONFIG=/design/flow/config.mk WORK_HOME=/design/flow/orfs finish
</file>
<file path="flow/design.v">
`timescale 1ns / 1ps
module EX(input rst,
          input[5:0] funct,
          input[31:0] operand_1,
          input[31:0] operand_2,
          input[4:0] shamt,
          input write_reg_en_in,
          input[4:0] write_reg_addr_in,
          input mem_read_flag_in,
          input mem_write_flag_in,
          input[31:0] mem_addr_in,
          input[31:0] mem_write_data_in,
          input [31:0]hi_in,
          input [31:0]lo_in,
          input ready,
          input [63:0]div_res,
          output[31:0] result_out,
          output write_reg_en_out,
          output[4:0] write_reg_addr_out,
          output mem_read_flag_out,
          output mem_write_flag_out,
          output[31:0] mem_addr_out,
          output[31:0] mem_write_data_out,
          output reg hilo_write_en,
          output reg[31:0] hi_out,
          output reg[31:0] lo_out,
          output reg pause_req_ex,
          output is_signed,
          output reg start,
          output reg cancel,
          output reg[31:0] operand_out_1,
          output reg[31:0] operand_out_2);
    assign write_reg_addr_out = rst ? 0 : write_reg_addr_in;
    assign write_reg_en_out   = rst ? 0: write_reg_en_in;
    assign mem_read_flag_out  = rst ? 0 : mem_read_flag_in;
    assign mem_write_flag_out = rst ? 0 : mem_write_flag_in;
    assign mem_addr_out       = rst ? 0 : mem_addr_in;
    assign mem_write_data_out = rst ? 0 : mem_write_data_in;
    reg[31:0] result;
    assign result_out = (rst ? 0 : result);
    always@*
    begin
        case (funct)
            6'b100000: result  <= (operand_1 + operand_2);
            6'b100001: result <= (operand_1 + operand_2);
            6'b100010: result  <= (operand_1 - operand_2);
            6'b100011: result <= (operand_1 - operand_2);
            6'b100100: result <= (operand_1 & operand_2);
            6'b100101: result  <= (operand_1 | operand_2);
            6'b100110: result <= (operand_1 ^ operand_2);
            6'b100111: result <= ~(operand_1 | operand_2);
            6'b101010: result  <= (operand_1<operand_2)?1:0;
            6'b101000: result <= (operand_1<operand_2)?1:0;
            6'b000000: result <= (operand_2<<shamt);
            6'b000010: result <= (operand_2>>shamt);
            6'b000011: result <= ({{31{operand_2[31]}},1'b0}<<(~shamt)|(operand_2>>shamt));
            6'b000100: result <= (operand_2<<operand_1);
            6'b000110: result <= (operand_2>>operand_1);
            6'b000111: result <= ({{31{operand_2[31]}},1'b0}<<(~operand_1)|(operand_2>>operand_1));
            6'b001100: result <= lo_in;
            6'b001010: result <= hi_in;
            default:
            begin
                result <= 0;
            end
        endcase
    end
    wire[63:0]mul_res;
    assign mul_res = operand_1 * operand_2;
    always@*
    begin
    case (funct)
        6'b011000, 6'b011001:
        begin
            hi_out        = mul_res[63:32];
            lo_out        = mul_res[31: 0];
            hilo_write_en = 1;
        end
        6'b011010, 6'b011011 :
        begin
            if (ready)
            begin
                hi_out        = div_res[63:32];
                lo_out        = div_res[31:0];
                hilo_write_en = 1;
            end
            else begin
                hi_out        = hi_in;
                lo_out        = lo_in;
                hilo_write_en = 0;
            end
        end
        6'b001011:
        begin
            hi_out        = operand_1;
            hilo_write_en = 1;
        end
        6'b001101:
        begin
            lo_out        = operand_1;
            hilo_write_en = 1;
        end
        default:
        begin
            hi_out        = hi_in;
            lo_out        = lo_in;
            hilo_write_en = 0;
        end
    endcase
    end
    assign is_signed = funct == 6'b011010  ? 1 :
    funct == 6'b011011 ? 0 : 1'bz;
    always@*
    begin
        if (rst)
        begin
            operand_out_1 = 0;
            operand_out_2 = 0;
            start         = 0 ;
            pause_req_ex  = 0;
        end
        else if (ready == 0)
        begin
            operand_out_1 = operand_1;
            operand_out_2 = operand_2;
            start         = 1;
            pause_req_ex  = 1;
        end
        else
        begin
            operand_out_1 = operand_1;
            operand_out_2 = operand_2;
            start         = 0 ;
            pause_req_ex  = 0;
        end
    end
endmodule
</file>
<file path="flow/constraint.sdc">
current_design EX

set clk_period 20.0
set clk_io_pct 0.2

create_clock -name clk0 -period $clk_period

set non_clock_inputs [all_inputs -no_clocks]
set_input_delay [expr $clk_period * $clk_io_pct] -clock clk0 $non_clock_inputs
set_output_delay [expr $clk_period * $clk_io_pct] -clock clk0 [all_outputs]
</file>
<file path="flow/config.mk">
export PLATFORM = sky130hd
export DESIGN_NAME = EX
export DESIGN_NICKNAME = EX
export VERILOG_FILES = /design/flow/design.v
export SDC_FILE = /design/flow/constraint.sdc
export NUM_CORES = 4
export LEC_CHECK = 1
export CORE_UTILIZATION = 50
</file>
==> flow_summary_export.csv <==
group,metric,value,unit
outcome,status,"finished with violations",
outcome,violations,"max-capacitance violations, max-slew violations",
timing,slew_violations,4,
floorplanning,die_w,312,µm
yosys,syn_area,0.0480,mm²
grt,grt_pass1_wl,381,mm
grt,antenna_found_initial,25,
yosys,ys.flops,64,
floorplanning,die_h,312,µm
setup_path,worst-path-max-fanout,25,
place,portBuffers,513,
grt,grt.busiest_layer,"met2",
finish,drive_gt1_frac,0.0574,
routing,drc,0,
timing,postLayoutSetupSlackWorst,6220,ps
setup_path,cp_data_required_time,16000,ps
yosys,post_synth_num_cell_types,86,
power,intPower,7830,µW
timing,rsz0062_at_grt,"false",
power,power_leakage,0.0257,µW
floorplanning,chipArea,0.0972,mm²
place,dp_hpwl,209,mm
routing,vias,51400,
setup_path,worst_setup_path_start_kind,"primary input",
clock_network,cts_hold_buf,0,
power,swShare,0.670,
yosys,synth-main-ff-cell,"dlxtp_1",
grt,grt_use_met2,0.729,
power,power_density,435,mW/mm²
yosys,ys_warn_count,3,
timing,unclocked_regs,64,
routing,firstDrtPassIters,13,
yosys,synth_stat.cells,6177,
grt,first_global_vias,51800,
setup_path,path_class,"in -> out",
yosys,edf_count,0,
yosys,avgSynthCellArea,7.77,µm²
finish,finalNonFillerCells,7736,
timing,holdWs,8570,ps
finish,nFillCells,8010,
routing,vias_per_cell,6.65,
timing,hold_violations,0,
floorplanning,rows,113,
run,tool_warnings,97,
setup_path,endpoint_kind,"primary output",
grt,grt_max_degree,85,
finish,final_cell_mix,"inv_1 (960), nor2_1 (945), fa_1 (897), nand2_1 (691), clkdlybuf4s50_1 (497)",
floorplanning,core_area,0.0950,mm²
place,place_inst,7710,
timing,period_needed,13780,ps
grt,use_met3,0.452,
routing,ant_nets,0,
power,switchingPower,15900,µW
finish,post-route-util,0.575,
yosys,ys_chip_area,0.0480,mm²
timing,setup_viol,0,
grt,grt_use_total,0.593,
timing,worst_pin_slew,1720,ps
timing,slew_headroom,-0.153,
clock_network,cts_setup_buffers,0,
yosys,synthCells,6177,
finish,layout.cells.most_common,"inv_1",
routing,drtIter0Drc,6122,
power,ir_drop,4.48,mV
setup_path,cp.arrival,9780,ps
timing,setup-tns-final,0,ps
timing,untimed_endpoints,128,
timing,clock.fmax,0.0726,GHz
timing,fin_crit_sh,0.689,
worst_hold_path,hp-class,"in -> out",
clock_network,post_cts_resized,0,
routing,wl,274,mm
floorplanning,io-pin-count,514,
routing,wire_per_inst,35.4,µm
grt,grt_use_met1,0.679,
place,gp_congestion,1.19,
place,place_ws,6520,ps
run,drv_cap,2,
finish,syn_to_final_growth,13.8,%
grt,grt-ovfl-total,0,
floorplanning,fp-utilization,0.505,
yosys,synthArstFlopShare,0,
## registers in the layout, indices dropped and copies added, names as in the netlist
signal and cells:
hi_out 32, lo_out 32
## per-stage QoR
| stage | cell area, µm² | total power (µW) |
|---|---|---|
| 2_1_floorplan | 48000 | 13600 |
| 3_3_place_gp | 54500 | 22100 |
| 3_5_place_dp | 54500 | 22400 |
| 4_1_cts | 54500 | 22600 |
| 5_1_grt | 54600 | 25300 |
| 6_report | 54600 | 23700 |
## critical path: stages
cell	delay, ps
clkdlybuf4s50_1	470
buf_4	410
inv_1	80
buf_4	270
ha_1	620
inv_1	210
a2111oi_0	760
o211ai_1	250
o211ai_1	590
nor4_1	200
o21ai_1	240
a22oi_1	160
o221ai_1	430
nand3_1	130
o31a_1	130
a41oi_1	240
clkdlybuf4s50_1	510
## routing by layer
metal | part of all wire | wire length [µm] | vias up
li1 | - | - | 20500
met1 | 0.32 | 86900 | 24400
met2 | 0.38 | 103000 | 5049
met3 | 0.20 | 53900 | 1423
met4 | 0.10 | 28600 | 58
met5 | 0.0055 | 1510 | -
## Yosys cell counts, types with 8 or more instances
| cell type | number | share of area |
|---|---|---|
| buf_2 | 27 | 0.0028 |
| a2111oi_0 | 9 | 0.0016 |
| o21bai_1 | 20 | 0.0031 |
| a22oi_1 | 18 | 0.0028 |
| mux2i_1 | 102 | 0.021 |
| o221ai_1 | 18 | 0.0033 |
| nand2b_1 | 34 | 0.0044 |
| o21ai_0 | 254 | 0.026 |
| a31oi_1 | 36 | 0.0047 |
| nand3_1 | 52 | 0.0054 |
| clkinv_1 | 22 | 0.0017 |
| fa_1 | 897 | 0.37 |
| o211ai_1 | 56 | 0.0088 |
| inv_1 | 960 | 0.075 |
| or3_1 | 8 | 0.0010 |
| a221oi_1 | 38 | 0.0069 |
| mux2_2 | 55 | 0.013 |
| a21boi_0 | 9 | 0.0014 |
| nor4_1 | 25 | 0.0033 |
| clkbuf_1 | 329 | 0.026 |
| a21oi_1 | 301 | 0.031 |
| a21o_1 | 50 | 0.0078 |
| a222oi_1 | 87 | 0.018 |
| buf_1 | 103 | 0.0081 |
| mux4_2 | 37 | 0.017 |
| a221o_1 | 10 | 0.0021 |
| nand4_1 | 29 | 0.0038 |
| and3_1 | 16 | 0.0021 |
| nor2b_1 | 92 | 0.012 |
| dlxtp_1 | 64 | 0.020 |
| o31ai_1 | 18 | 0.0028 |
| o2111ai_1 | 9 | 0.0016 |
| nor2_1 | 951 | 0.074 |
| nor3_1 | 60 | 0.0063 |
| a211o_1 | 14 | 0.0026 |
| xnor2_1 | 75 | 0.014 |
| xor2_1 | 23 | 0.0042 |
| a311oi_1 | 9 | 0.0016 |
| a211oi_1 | 49 | 0.0077 |
| ha_1 | 361 | 0.094 |
| o21a_1 | 14 | 0.0022 |
| o31a_1 | 10 | 0.0018 |
| nand2_1 | 692 | 0.054 |
| o22ai_1 | 23 | 0.0030 |
## final cells by class
type,instances,area (µm²),share of cell area
inverter,988,3710,0.0679
sequential,64,961,0.0176
multi-input combinational,4663,41600,0.762
antenna,26,65.1,0.00119
tap,1265,1580,0.0290
timing repair buffer,730,6700,0.123
## logic make-up (layout without fill, tap and decap cells)
group | count (synthesis) | in the layout | share of synthesized area
compound gates | 1107 | 1107 | 0.152
xor+xnor | 99 | 99 | 0.0185
fa+ha+maj | 1258 | 1258 | 0.468
buf+inv | 1450 | 1718 | 0.114
latches | 64 | 64 | 0.0200
mux | 194 | 194 | 0.0516
other cells | 1 | 27 | 0.0000782
simple gates | 2004 | 2004 | 0.175
## worst paths after layout
| kind | start | endpoint | cells after the start |
|---|---|---|---|
| hold / removal | ready | start | 3 |
| setup / recovery | operand_2[12] | result_out[31] | 17 |
Power is estimated from default activity; no workload was simulated.
