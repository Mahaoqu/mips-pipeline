==> design.v <==
module HILOReadProxy(
    input[31:0] lo_in,
    input[31:0] hi_in,
    input wb_hilo_write_en,
    input[31:0] wb_lo_in,
    input[31:0] wb_hi_in,
    input mem_hilo_write_en,
    input[31:0] mem_lo_in,
    input[31:0] mem_hi_in,
    output reg[31:0] lo_out,
    output reg[31:0] hi_out
);
always@*
begin
    if(mem_hilo_write_en)
        lo_out = mem_lo_in;
    else if(wb_hilo_write_en)
        lo_out = wb_lo_in;
    else 
        lo_out = lo_in;
end
always@*
begin
    if(mem_hilo_write_en)
        hi_out = mem_hi_in;
    else if(wb_hilo_write_en)
        hi_out = wb_hi_in;
    else 
        hi_out = hi_in;
end
endmodule  
==> run.sh <==
#!/bin/bash
# OpenROAD 26Q1-2900-gdf79404cd8, Yosys 0.63+post, stock flow scripts
make -C /OpenROAD-flow-scripts/flow DESIGN_CONFIG=/design/flow/config.mk WORK_HOME=/design/flow/orfs finish
==> config.mk <==
export PLATFORM = sky130hd
export DESIGN_NAME = HILOReadProxy
export DESIGN_NICKNAME = HILOReadProxy
export VERILOG_FILES = /design/flow/design.v
export SDC_FILE = /design/flow/constraint.sdc
export NUM_CORES = 4
export LEC_CHECK = 1
export CORE_AREA = 10 10 107 107
export DIE_AREA = 0 0 117 117
==> constraint.sdc <==
current_design HILOReadProxy

set clk_period 1.0
set clk_io_pct 0.2

create_clock -name clk0 -period $clk_period

set non_clock_inputs [all_inputs -no_clocks]
set_input_delay [expr $clk_period * $clk_io_pct] -clock clk0 $non_clock_inputs
set_output_delay [expr $clk_period * $clk_io_pct] -clock clk0 [all_outputs]
==> flow_summary_export.csv <==
group,metric,value,unit
timing,tightest_slew,184,ps
status,outcome,"complete, but fails checks",
synthesis,yosysCellCount,213,
drt,wire_per_inst,16.9,um
synthesis,top_cell_area_share,46.9,%
setup_path,critPathCaptureType,"output port",
setup_path,crit_fanout,6,
global_route,antenna_found_initial,0,
synthesis,synth_seq_share,0,%
floorplanning,coreArea,9200,um2
drt,num_antenna_cells,0,
power,total_power,1.53,mW
drt,dr.pass1.iters,4,
hold_path,hold_start,"mem_hi_in[31]",
synthesis,top_cells_by_area,"mux2i_1, o21ai_1, nand2_1",
drt,routed_wl,9900,um
drt,ant_nets,0,
layout,regArea,0,um2
timing,finalHoldViolCount,0,
hold_path,min_to,"hi_out[31]",
synthesis,ys_area,1370,um2
setup_path,arrival,970,ps
setup_path,crit_path_start_kind,"primary input",
timing,fmax,0.855,GHz
place,gp_congestion,0.831,
power,p_leak,2.17,nW
power,power.density,379,nW/um2
synthesis,synth.avg_cell_area,6.41,um2
global_route,grt_start_max_net_pins,31,
floorplanning,ios,258,
hold_path,min_path_type,"primary input to output port",
timing,slew_violations,0,
status,failed_checks,"setup timing",
global_route,grt_overflow,0,
synthesis,ys_warn_count,1,
hold_path,hold_path_depth,4,
floorplanning,row_count,35,
layout,area_delta_synth_final,196,%
timing,finalWorstSetupSlack,-169,ps
drt,via_per_inst,4.11,
power,vdd_drop_max,0.157,mV
synthesis,common_cells,"mux2i_1, nand2_1, o21ai_1",
place,portBuffers,258,
setup_path,crit_required,800,ps
global_route,grt_pass1_wl,14100,um
synthesis,largest_area_cell,"mux2i_1",
floorplanning,dieArea,13700,um2
global_route,grtUsageTotal,13.0,%
timing,period_used_share,117,%
timing,grt_setup_unrepaired,"yes",
floorplanning,fp.dieW,117,um
timing,setup_viol,64,
layout,clkbuf_count,0,
layout,flop-count,0,
floorplanning,initial_utilization,14.8,%
floorplanning,die_h,117,um
setup_path,path_class,"primary input to output port",
synthesis,synth_cell_types,9,
drt,post-route-drc-count,0,
job,cap_violations,0,
timing,max-slew-margin-rel,87.5,%
layout,fin_util,43.9,%
place,post-dp-hpwl,8320,um
layout,drive_above_1_share,21.3,%
global_route,grt_pass1_vias,2484,
synthesis,netlist_instances,213,
drt,vias,2406,
drt,drt_iter0_drc,62,
timing,period_needed,1170,ps
synthesis,synth_area,1370,um2
job,warning_count,34,
-- layout by cell type, fill, tap and decap left out --
cell              n
mux2i_4           3
buf_4             6
buf_12           10
mux2i_2           5
o21ai_2           3
mux2i_1          56
nand2_1          64
dlymetal6s2s_1   23
dlygate4sd2_1    90
clkdlybuf4s50_1  79
o21ai_1          61
buf_8             3
bufbuf_16         1
buf_6             3
buf_16            3
buf_2            64
-- repair_timing --
| action | 4_1_cts | 5_1_grt |
|---|---|---|
| hold buffers | 0 | 0 |
| pin swaps | 51 | 32 |
| setup endpoints to repair | 64 | 64 |
| resized | 313 | 34 |
| gates cloned | 4 | 0 |
| buffers inserted | 8 | 1 |
-- how the worst max path moves through the flow --
stage                            start          to  slack (ps)
after global routing  wb_hilo_write_en  lo_out[15]        -250
final                 wb_hilo_write_en  lo_out[15]        -170
after CTS             wb_hilo_write_en  lo_out[27]        -180
-- critical path, stage by stage --
cell	delay, ps
buf_12	110
buf_12	140
buf_12	130
mux2i_2	190
o21ai_1	70
buf_2	120
-- final cells by class --
class | instances | area (um2)
repair buffers | 282 | 2630
multi-input cells | 192 | 1270
well taps | 111 | 139
fillers | 935 | 5160
-- routing by layer --
| metal | vias up | global-route usage (%) | routed length [um] |
|---|---|---|---|
| met4 | 0 | 0 | 0 |
| li1 | 1280 | - | - |
| met5 | - | 0 | 0 |
| met3 | 0 | 5.57 | 1290 |
| met2 | 128 | 23.8 | 4940 |
| met1 | 998 | 14.6 | 3660 |
-- per-stage QoR --
stage | hold WS (ps) | cells | area [um2] | setup slack (ps) | setup TNS, ps
6_report | 681 | 585 | 4030 | -169 | -7080
3_3_place_gp | 1140 | 573 | 4070 | -611 | -34370
3_5_place_dp | 1140 | 573 | 4070 | -619 | -34730
5_1_grt | 725 | 585 | 4030 | -254 | -10600
2_1_floorplan | 456 | 213 | 1370 | 68.0 | 0
4_1_cts | 764 | 585 | 3950 | -178 | -8710
-- where the power goes --
group / switching, mW / total, mW / leakage (nW) / internal [mW]
Combinational: 0.483 / 1.53 / 2.17 / 1.04
Clock: 0 / 0 / 0 / 0
Sequential: 0 / 0 / 0 / 0
Total: 0.483 / 1.53 / 2.17 / 1.04
-- kinds of logic (layout without fill, tap and decap cells) --
group / after synthesis / in the layout / share of synthesized area, %
compound gates: 64 / 64 / 23.5
mux: 64 / 64 / 46.9
simple gates: 64 / 64 / 17.6
buf+inv: 21 / 282 / 12.0
Power is estimated from default activity; no workload was simulated.
